$ cat design.v
module oled #(
    parameter WAIT_TIME = 10000
) (
    input clk,
    input [7:0] i_pixel_data,
    output reg w_en,
    output io_sclk,
    output io_sdin,
    output io_reset,
    output io_cs,
    output io_dc
);
    wire [7:0] w_pixel_data;
    assign w_pixel_data = i_pixel_data;
    localparam STATE_POWER_ON = 0;
    localparam STATE_LOAD_COMMAND = 1;
    localparam STATE_SEND_DATA = 2;
    localparam STATE_CHECK_NEXT_INSTRUCTION = 3;
    localparam STATE_LOAD_PIXEL_DATA = 4;
    reg sclk = 1;
    reg sdin = 0;
    reg reset = 1;
    reg cs = 1;
    reg dc = 0;
    reg [2:0] state = STATE_POWER_ON;
    reg [32:0] counter = 0;
    reg [7:0] data_to_send = 8'd0;
    reg [2:0] sdin_bit_index = 3'b111;
    assign io_sclk = sclk;
    assign io_sdin = sdin;
    assign io_reset = reset;
    assign io_cs = cs; 
    assign io_dc = dc;
    localparam SETUP_INSTRUCTIONS = 23;
    reg [(SETUP_INSTRUCTIONS*8)-1:0] startup_commands = {
    8'hAE,   
    8'h81,   
    8'h7F,  
    8'hA6,   
    8'h20,   
    8'h00,  
    8'hC8,   
    8'h40,   
    8'hA1,   
    8'hA8,   
    8'h3f,   
    8'hD3,   
    8'h00,   
    8'hD5,   
    8'h80,   
    8'hD9,   
    8'h22,   
    8'hDB,   
    8'h20,   
    8'h8D,   
    8'h14,   
    8'hA4,   
    8'hAF    
  };
    reg[7:0] command_bit_index = (SETUP_INSTRUCTIONS*8);
    always @(posedge clk) begin
        case(state)
            STATE_POWER_ON:begin
                w_en <= 0;
                counter <= counter + 1;
                if (counter < WAIT_TIME) begin
                    reset <= 1;                    
                end
                else if (counter < WAIT_TIME*2) begin
                    reset <= 0;
                end
                else if (counter < WAIT_TIME * 3) begin
                    reset <= 1;
                end
                else begin
                  counter <= 32'd0;
                  state <= STATE_LOAD_COMMAND;
                end  
            end
            STATE_LOAD_COMMAND:begin
                data_to_send <= startup_commands[(command_bit_index - 1)-:8];
                command_bit_index <= command_bit_index - 8;
                sdin_bit_index <= 3'b111;
                state <= STATE_SEND_DATA;  
                dc <= 0;
                cs <= 0;     
                counter <= 32'd0;  
            end
            STATE_SEND_DATA:begin
                if (counter == 32'd0) begin
                    counter <= 32'd1;
                    sclk <= 0;     
                    sdin <= data_to_send[sdin_bit_index];               
                end
                else begin
                    counter <= 32'd0;
                    sclk <= 1;           
                    if (sdin_bit_index == 3'b000) begin
                        state <= STATE_CHECK_NEXT_INSTRUCTION;
                    end
                    else sdin_bit_index <= sdin_bit_index - 1; 
                end                  
            end
            STATE_CHECK_NEXT_INSTRUCTION:begin
                if (command_bit_index == 0) begin
                    cs <= 1;
                    state <= STATE_LOAD_PIXEL_DATA;
                    w_en <= 1;
                end
                else begin
                    state <= STATE_LOAD_COMMAND;
                end
            end
            STATE_LOAD_PIXEL_DATA:begin
                dc <= 1;
                cs <= 0;
                sdin_bit_index <= 3'b111;
                if (w_en) begin
                    state <= STATE_SEND_DATA;
                    data_to_send <= w_pixel_data;
                end
                else data_to_send <= 0;
            end       
        endcase
    end
endmodule
module RAM #(
    parameter   INIT_FILE = "imMage.hex"
) (
    input               clk,
    input               w_en,
    input               r_en,
    input       [13:0]   w_addr,
    input       [13:0]   r_addr,
    input       [7:0]   w_data,
    output  reg [7:0]   r_data
);
    reg [7:0]  mem [0:1024];
    always @ (posedge clk) begin
        if (w_en == 1'b1) begin
            mem[w_addr] <= w_data;
        end
        if (r_en == 1'b1) begin
            r_data <= mem[r_addr];
        end
    end
    initial if (INIT_FILE) begin
        $readmemh(INIT_FILE, mem);
    end
endmodule
module textEngine (
    input clk,
    input [7:0] i_character_data,
    input i_byte_ready,
    output reg [13:0] o_ram_address = 0,
    output reg [7:0] o_ram_data = 0,
    output reg w_en = 0
);
    parameter STATE_IDLE = 0;
    parameter STATE_LOAD_BMP_ADDRESS = 1;
    parameter STATE_SEND_TO_RAM = 2;
   parameter NUMBER_OF_CHARS_ENCODED = 28;
    reg [7:0] character_list[NUMBER_OF_CHARS_ENCODED-1:0];
    reg [7:0] bmp_memory [NUMBER_OF_CHARS_ENCODED*16 - 1:0];
    reg [2:0] state = STATE_IDLE;
    reg [7:0] r_input_character = 0;
    reg [5:0] r_cursor_position = 0;
    reg [9:0] r_char_list_address = 0;
    reg [9:0] r_bmp_memory_address = 0;
    reg [4:0] r_bmp_row_counter = 0;
    initial begin
        $readmemh("font.hex", bmp_memory);
        $readmemh("characters.hex", character_list);
    end
    always @(posedge clk) begin
        case (state)
            STATE_IDLE:begin
                if (i_byte_ready)begin
                    r_input_character <= i_character_data;
                    state <= STATE_LOAD_BMP_ADDRESS;
                    r_char_list_address <= 0;
                end
            end
            STATE_LOAD_BMP_ADDRESS: begin
                if (r_input_character == character_list[r_char_list_address])begin
                    r_bmp_memory_address <= r_char_list_address * 16;
                    state <= STATE_SEND_TO_RAM;
                    r_bmp_row_counter <= 0;
                    w_en <= 1;
                    if (r_input_character == 8'h7F) r_cursor_position <= r_cursor_position - 1;
                end
                else r_char_list_address <= r_char_list_address + 1;
                if (r_char_list_address == NUMBER_OF_CHARS_ENCODED) begin
                    r_char_list_address <= 0;
                    state <= STATE_IDLE;
                end
            end
            STATE_SEND_TO_RAM: begin
                if (r_bmp_row_counter < 8) begin
                    o_ram_address <= r_cursor_position * 8 + r_bmp_row_counter + (r_cursor_position/16 * 128);
                end
                else begin
                    o_ram_address <= r_cursor_position * 8 + r_bmp_row_counter - 8 + 128 + (r_cursor_position/16 * 128);              
                end
                o_ram_data <= bmp_memory[r_bmp_memory_address];  
                r_bmp_memory_address <= r_bmp_memory_address + 1;
                r_bmp_row_counter <= r_bmp_row_counter + 1;  
                if (r_bmp_row_counter == 16) begin
                    state <= STATE_IDLE;
                    w_en <= 0;
                    if (r_input_character != 8'h7F) r_cursor_position <= r_cursor_position + 1;
                end             
            end
            default: state <= STATE_IDLE;
        endcase
    end
endmodule
module top(
    input clk,
    input btn,
    input uart_rx,
    output uart_tx,
    output io_sclk,
    output io_sdin,
    output io_reset,
    output io_cs,
    output io_dc,
    output [5:0] led
);
    wire [7:0] w_uart_output_byte;
    wire [5:0] w_led;
    uart inst_uart(
        clk,
        uart_rx,
        btn,
        uart_tx,
        w_led,
        w_byte_ready,
        w_uart_output_byte
    );
    assign led = w_led;
    reg [13:0] r_ram_read_address = 0;
    wire [7:0] w_pixel_data;
    wire [13:0] w_ram_read_address;
    wire w_ram_r_en;
    wire[7:0] w_ram_read_data;
    assign w_ram_read_address = r_ram_read_address;
    RAM inst_RAM (  
        clk,
        w_ram_w_en,
        w_ram_r_en,
        w_ram_write_address,
        w_ram_read_address,
        w_ram_write_data,
        w_ram_read_data
    );
    oled inst_oled (
        clk,
        w_ram_read_data,
        w_ram_r_en,
        io_sclk,
        io_sdin,
        io_reset,
        io_cs,
        io_dc 
    );
    wire [13:0]w_ram_write_address;
    wire [7:0] w_ram_write_data;
    textEngine inst_textEngine(
        clk,
        w_uart_output_byte,
        w_byte_ready,
        w_ram_write_address,
        w_ram_write_data,
        w_ram_w_en
    );
    reg [4:0] r_read_wait_counter = 0;
    always @(posedge clk) begin
        if (w_ram_r_en) begin
            if (r_read_wait_counter == 5'd17) begin
                r_read_wait_counter <= 0;
                r_ram_read_address <= r_ram_read_address + 1;
                if (r_ram_read_address == 14'd1023) r_ram_read_address <= 0;                
            end
            else r_read_wait_counter <= r_read_wait_counter + 1;
        end
    end
endmodule
module uart #(
    parameter DELAY_FRAMES = 234     
) (
    input clk,
    input uart_rx,
    input btn,
    output uart_tx,
    output reg[5:0] led,
    output o_byte_ready,
    output reg [7:0] o_data_byte = 0
);
    localparam HALF_DELAY = DELAY_FRAMES / 2;    
    reg [7:0] input_shift_register = 0;
    reg [0:2] rx_bit_number = 0;    
    reg byte_ready = 0;          
    reg [0:2] rx_state = 0;         
    reg [7:0] rx_counter = 0;    
    assign o_byte_ready = byte_ready;
    localparam RX_IDLE = 0;
    localparam RX_START_BIT = 1;
    localparam RX_READ_WAIT = 2;
    localparam RX_READ = 3;
    localparam RX_STOP_BIT = 4;
    localparam RX_HOLD_BYTE_EN = 5;
    always @(posedge clk) begin
        case (rx_state)
            RX_IDLE:begin  
                byte_ready <= 0;
                if (uart_rx == 0) begin
                    rx_state <= RX_START_BIT;
                    rx_counter <= 1;
                    rx_bit_number <= 0;
                    byte_ready <= 0;                   
                end
            end
            RX_START_BIT: begin  
                rx_counter <= rx_counter + 1;
                if (rx_counter == HALF_DELAY) begin
                    rx_state <= RX_READ_WAIT;
                    rx_counter <= 1;
                end            
            end
            RX_READ_WAIT: begin  
                rx_counter <= rx_counter + 1;
                if (rx_counter + 1  == DELAY_FRAMES) begin
                    rx_state <= RX_READ;
                    rx_counter <= 1;
                end
            end
            RX_READ: begin  
                input_shift_register <= {uart_rx, input_shift_register[7:1]};
                rx_bit_number <= rx_bit_number + 1;
                if (rx_bit_number == 3'd7)begin
                  rx_state <= RX_STOP_BIT;
                end
                else rx_state <= RX_READ_WAIT;
            end
            RX_STOP_BIT:begin  
                rx_counter <= rx_counter + 1;
                if (rx_counter == DELAY_FRAMES) begin
                    rx_state <= RX_IDLE;
                    rx_counter <= 1;
                    byte_ready <= 1;
                    o_data_byte <= input_shift_register;
                end            
            end
            RX_HOLD_BYTE_EN: begin
                if (rx_counter == 5) begin
                    rx_counter <= 1;
                    rx_state <= RX_IDLE;
                end
                else rx_counter <= rx_counter + 1;
            end
        endcase
    end
    always @(posedge clk) begin
        if (byte_ready)
        begin
            led <= ~input_shift_register[5:0];    
        end
    end
    reg[2:0] tx_state = 0;               
    reg[24:0]tx_counter = 0;             
    reg tx_pin = 0;                      
    reg [7:0] output_register = 8'd0;      
    reg [2:0] tx_bit_number = 3'd0;          
    reg [7:0] tx_byte_counter = 8'd0;        
    assign uart_tx = tx_pin;
    localparam MEMORY_LENGTH = 12;
    reg[7:0] testMemory[MEMORY_LENGTH-1: 0];        
    initial begin
    testMemory[0] = "L";
    testMemory[1] = "u";
    testMemory[2] = "s";
    testMemory[3] = "h";
    testMemory[4] = "a";
    testMemory[5] = "y";
    testMemory[6] = " ";
    testMemory[7] = "L";
    testMemory[8] = "a";
    testMemory[9] = "b";
    testMemory[10] = "s";
    testMemory[11] = "\n";
end
localparam TX_IDLE = 0;
localparam TX_START_BIT = 1;
localparam TX_WRITE = 2;
localparam TX_STOP_BIT = 3;
localparam TX_DEBOUNCE = 4;
always @(posedge clk) begin
    case (tx_state)
    TX_IDLE: begin           
        if (btn == 0) begin  
            tx_state <= TX_START_BIT;
            tx_counter <= 0;
            tx_bit_number <= 0;
            tx_byte_counter <= 0;
        end
        else tx_pin <= 1;     
    end
    TX_START_BIT:begin   
        tx_pin <= 0;
        if (tx_counter + 1 == DELAY_FRAMES) begin
            tx_state <= TX_WRITE;
            tx_counter <= 0;
            output_register <= testMemory[tx_byte_counter];
            tx_bit_number <= 0;           
        end
        else tx_counter <= tx_counter + 1;     
    end
    TX_WRITE:begin  
        tx_pin <= output_register[tx_bit_number];
        if (tx_counter + 1 == DELAY_FRAMES)begin
            if (tx_bit_number == 3'b111)begin
              tx_state <= TX_STOP_BIT;
            end
            else begin
              tx_bit_number <= tx_bit_number + 1;
              tx_state <= TX_WRITE;
            end
            tx_counter <= 0;
        end
        else tx_counter <= tx_counter + 1;
    end
    TX_STOP_BIT:begin   
        tx_pin <= 1;
        if (tx_counter + 1 == DELAY_FRAMES)begin
            if (tx_byte_counter == MEMORY_LENGTH - 1)begin
              tx_state <= TX_DEBOUNCE;             
            end
            else begin
              tx_byte_counter <= tx_byte_counter + 1;
              tx_state <= TX_START_BIT;
            end
            tx_counter <= 0;
        end
        else tx_counter <= tx_counter + 1;
    end
    TX_DEBOUNCE: begin  
        if (tx_counter == 23'd262144)begin
            if (btn == 1)begin
                tx_state <= TX_IDLE;
                tx_counter <= 0;
            end
        end
        else tx_counter <= tx_counter + 1;
    end
endcase
end
endmodule
$ cat font.hex
00 00 00 00 00 00 00 00 00 FE 09 09 09 09 FE 00
00 00 00 00 00 00 00 00 00 FE 89 89 89 89 76 00
00 00 00 00 00 00 00 00 00 7E 81 81 81 42 00 00
00 00 00 00 00 00 00 00 00 FF 81 81 81 81 7E 00
00 00 00 00 00 00 00 00 00 FC 92 91 91 91 00 00
00 00 00 00 00 00 00 00 00 FC 12 11 11 01 00 00
00 00 00 00 00 00 00 00 00 7E 81 81 91 71 00 00
00 00 00 00 00 00 00 00 00 FC 10 10 10 FC 00 00
00 00 00 00 00 00 00 00 00 00 81 FD 81 00 00 00
00 00 00 00 00 00 00 00 00 40 80 80 81 7F 00 00
00 00 00 00 00 00 00 00 00 FC 10 28 44 82 00 00
00 00 00 00 00 00 00 00 00 FC 80 80 80 00 00 00
00 00 00 00 00 00 00 00 00 FC 06 18 06 FC 00 00
00 00 00 00 00 00 00 00 00 FC 06 18 60 FC 00 00
00 00 00 00 00 00 00 00 00 7E 81 81 81 7E 00 00
00 00 00 00 00 00 00 00 00 FC 11 11 11 0E 00 00
00 00 00 00 00 00 00 00 00 7E 81 A1 41 BE 00 00
00 00 00 00 00 00 00 00 00 FC 11 11 11 EE 00 00
00 00 00 00 00 00 00 00 00 4E 91 91 91 72 00 00
00 00 00 00 00 00 00 00 00 01 01 FC 01 01 00 00
00 00 00 00 00 00 00 00 00 7F 80 80 80 7F 00 00
00 00 00 00 00 00 00 00 00 3F 40 80 40 3F 00 00
00 00 00 00 00 00 00 00 00 7F 60 18 60 7F 00 00
00 00 00 00 00 00 00 00 00 E3 14 08 14 E3 00 00
00 00 00 00 00 00 00 00 00 07 08 F0 08 07 00 00
00 00 00 00 00 00 00 00 00 C1 A1 91 89 86 00 00
00 00 00 00 00 00 00 00 00 00 00 00 00 00 00 00
00 00 00 00 00 00 00 00 00 00 00 00 00 00 00 00
$ cat characters.hex
41 42 43 44 45 46 47 48 49 4A 4B 4C 4D 4E 4F 50 51 52 53 54 55 56 57 58 59 5A 20 7F
$ cat run.sh
#!/bin/bash
# OpenROAD 26Q1-2900-gdf79404cd8, Yosys 0.63+post, stock flow scripts
make -C /OpenROAD-flow-scripts/flow DESIGN_CONFIG=/design/flow/config.mk WORK_HOME=/design/flow/orfs finish
$ cat config.mk
export PLATFORM = sky130hd
export DESIGN_NAME = top
export DESIGN_NICKNAME = top
export VERILOG_FILES = /design/flow/design.v
export SDC_FILE = /design/flow/constraint.sdc
export NUM_CORES = 4
export LEC_CHECK = 1
export CORE_UTILIZATION = 50
export SYNTH_HDL_FRONTEND = slang
export SYNTH_MEMORY_MAX_BITS = 65536
$ cat constraint.sdc
current_design top

set clk_period 5.5
set clk_io_pct 0.2

create_clock -name clk0 -period $clk_period [get_ports {clk}]

set non_clock_inputs [all_inputs -no_clocks]
set_input_delay [expr $clk_period * $clk_io_pct] -clock clk0 $non_clock_inputs
set_output_delay [expr $clk_period * $clk_io_pct] -clock clk0 [all_outputs]
==> reports/results.tsv <==
metric	value	unit
worstHoldPathCells	0	
critPathCaptureType	flip-flop	
dp_cells	723	
routed_wirelength	11800	um
ir_drop	288	uV
fill_cells	984	
grt_setup_unrepaired	no	
syn-instance-count	603	
io_buffers	12	
max_freq	273	MHz
place_congestion	0.936	
ys_area	6050	um2
fin_crit_sh	0.666	
dp_slack	1930	ps
cts_setup_buffers	0	
cp_cell_sequence	ha_1 -> and3_1 -> nand3_1 -> nor4_1 -> o221ai_1 -> nor4_4 -> nand2_4 -> o21ai_0 -> buf_4	
drive_gt1_frac	0.0755	
vias_per_cell	5.79	
reg2reg_to	inst_uart.tx_byte_counter[7]	
total_power	2.10	mW
ys_async_sr_fraction	0	
fp_util	0.521	
power_frac_comb	0.163	
drtPass1Iterations	5	
worstHoldEndpoint	inst_oled.state[2]	
drv_cap	0	
power_density	323	nW/um2
cp.arrival	3720	ps
crit_buf_inv	1	
fin_area	6530	um2
diodes	0	
dr.first_iter.drc_count	276	
antenna_found_initial	0	
clockBufferDepth	2	
grtUsageTotal	0.211	
chipArea	12500	um2
grt_pass1_wl	20100	um
ys_cells	603	
warnings	35	
pwr-share-clk	0.317	
layout.cells.non_filler	739	
io_pins	15	
ys.flop_type	edfxtp_1	
clock-root-buffer	clkbuf_16	
dpl_cell_area	6210	um2
syn2layout_area_growth	7.86	%
slowest_stage	nor4_4	
mux_share	0.0321	
die_x	112	um
yosys_warnings	0	
avgSynthCellArea	10.0	um2
p_sw	619	uW
setup_viol	0	
min-delay-start	inst_oled.state[3]	
rows	39	
cp.required	5560	ps
synth_flops	103	
cts_tree	yes	
xor_share	0.0637	
setup_slack	1840	ps
hold_violations	0	
htree_levels	3	
post-route-util	0.562	
p_sw_frac	0.294	
skew	5.83	ps
dp_hpwl	8140	um
synth-compound-area-share	0.104	
path_class	reg2reg	
fin_crit	3660	ps
cp_top_family	simple AND/OR/NAND/NOR gates	
tns	0	ps
ctsResizeCount	0	
pwr-share-seq	0.519	
die_h	112	um
regToRegSetupSlack	1840	ps
tightest_slew	858	ps
reg2regPathDepth	9	
hold_buffers	0	
postSynthSeqShare	0.490	
ant_nets	0	
grt_max_degree	27	
ys_top_logic_family	simple AND/OR/NAND/NOR gates	
synth-edff-count	90	
hp-class	reg2reg	
cts-buffers-inserted	9	
start_kind	flip-flop	
p_leak	2.40	nW
fa_ha_area_frac	0.0393	
maxSlewHeadroom	0.423	
ys_types	64	
clk_pin_slew	70	ps
grt_pass1_vias	4020	
slew_viol_final	0	
vias	4276	
p_int	1.49	mW
synth-simple-area-share	0.223	
grt_overflow_total	0	
core_area	11600	um2
status	finished clean	
cp_max_fo	10	
slowest_delay	580	ps
wl_per_cell	16.0	um
hold_slack	356	ps
synth_area	6050	um2
regToRegStartpoint	inst_uart.tx_counter[0]	
clock_sinks	103	
route.detailed.drc	0	
clkLatencyLatePin	350	ps
registers in the layout, indices dropped and copies added, names as in the netlist, 3 cells and up:
| signal | count |
|---|---|
| inst_oled.command_bit_index | 5 |
| inst_uart.output_register | 7 |
| inst_oled.state | 3 |
| inst_uart.led | 6 |
| inst_uart.input_shift_register | 8 |
| inst_uart.rx_counter | 8 |
| inst_uart.rx_state | 5 |
| inst_uart.tx_state | 5 |
| inst_uart.rx_bit_number | 3 |
| inst_oled.sdin_bit_index | 3 |
| inst_uart.tx_bit_number | 3 |
| inst_uart.tx_counter | 25 |
| inst_oled.data_to_send | 8 |
| inst_uart.tx_byte_counter | 8 |
cell families (layout without fill, tap and decap cells):
kind of cell             after synthesis  in the layout
AND/OR/NAND/NOR                      255            255
adder cells (fa/ha/maj)               19             19
multiplexers                          15             15
AND-OR/OR-AND                         96             96
XOR/XNOR                              44             44
flip-flops                           103            103
other                                  1              2
buffers and inverters                 70             62
Yosys cell counts (5+ instances only):
cell / count / area, um2
nor2b_1: 8 / 50.1
and4_1: 6 / 52.6
mux2_2: 5 / 56.3
mux2i_1: 7 / 70.1
a31oi_1: 7 / 43.8
nand2b_1: 9 / 56.3
edfxtp_1: 90 / 2700
nor4b_1: 5 / 43.8
nor4_1: 9 / 56.3
nand3_1: 25 / 125
and2_1: 10 / 62.6
xor2_1: 18 / 158
nor3_1: 14 / 70.1
inv_1: 30 / 113
clkbuf_1: 23 / 86.3
nand4_1: 14 / 87.6
o31ai_1: 6 / 45.0
buf_2: 9 / 45.0
xnor2_1: 26 / 228
dfxtp_1: 13 / 260
or2_2: 6 / 37.5
o21ai_0: 30 / 150
a311oi_1: 5 / 43.8
ha_1: 19 / 238
nor2_1: 70 / 263
and3_1: 17 / 106
a21oi_1: 15 / 75.1
nand2_1: 48 / 180
worst max path at each step:
stage                 slack, ps  cells after the start                     from                      endpoint
final                      1840                      9  inst_uart.tx_counter[0]  inst_uart.tx_byte_counter[7]
after CTS                  1910                      9  inst_uart.tx_counter[0]  inst_uart.tx_byte_counter[2]
after global routing       1690                      9  inst_uart.tx_counter[0]  inst_uart.tx_byte_counter[7]
routing by layer:
| layer | global-route usage | part of all wire | wire [um] |
|---|---|---|---|
| met1 | 0.369 | 0.50 | 5910 |
| met2 | 0.307 | 0.45 | 5300 |
| met3 | 0.0416 | 0.040 | 468 |
| met4 | 0.0213 | 0.012 | 141 |
| met5 | 0 | 0 | 0 |
layout by cell type, fill, tap and decap left out, types with 6 or more instances in the layout:
cell | Yosys | layout
and2_1 | 10 | 10
and4_1 | 6 | 6
clkbuf_16 | 0 | 9
dfxtp_1 | 13 | 13
or2_2 | 6 | 6
nor4_1 | 9 | 9
edfxtp_1 | 90 | 90
ha_1 | 19 | 19
clkdlybuf4s50_1 | 0 | 12
nor2b_1 | 8 | 8
nand2b_1 | 9 | 9
a21oi_1 | 15 | 15
o31ai_1 | 6 | 6
o21ai_0 | 30 | 30
nor3_1 | 14 | 14
a31oi_1 | 7 | 6
nand3_1 | 25 | 25
xnor2_1 | 26 | 26
and3_1 | 17 | 17
xor2_1 | 18 | 18
nor2_1 | 70 | 70
nand2_1 | 48 | 48
nand4_1 | 14 | 14
mux2i_1 | 7 | 7
inv_1 | 30 | 30
power groups by stage:
stage / clock (mW) / combinational [mW] / sequential [mW]
4_1_cts: 0.689 / 0.343 / 1.09
5_1_grt: 0.714 / 0.385 / 1.11
6_report: 0.667 / 0.344 / 1.09
layout make-up:
type	instances	area, um2	area share
multi-input combinational	431	2810	0.430
clock buffer	10	239	0.0366
sequential	103	2960	0.454
timing repair buffer	16	150	0.0230
inverter	30	113	0.0173
clock inverter	6	75.1	0.0115
tap	143	179	0.0274
Power is estimated from default activity; no workload was simulated.
